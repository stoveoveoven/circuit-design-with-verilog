==> design.v <==
module lab3_top(SW,KEY,HEX0,HEX1,HEX2,HEX3,HEX4,HEX5,LEDR);
    input [9:0] SW;
    input [3:0] KEY;
    output [6:0] HEX0, HEX1, HEX2, HEX3, HEX4, HEX5;
    output [9:0] LEDR;  
    wire [3:0] state;  
    stateMachine lock(SW[3:0], ~KEY[0], ~KEY[3], state);  
    HEXDisplay SWtoHEX(SW[3:0], HEX0, HEX1, HEX2, HEX3, HEX4, HEX5, state);
endmodule
module stateMachine(in, clk, rst, out);
    input clk, rst;
    input [3:0] in;
    output reg [3:0] out;  
    reg [3:0] state;
    always@(posedge clk)begin
        if(rst)begin
            state = 4'b0001;
        end
        else begin
            case(state)
                4'b0001: state = (in == 4'b0100) ? 4'b0010 : 4'b1001;
                4'b0010: state = (in == 4'b1000) ? 4'b0011 : 4'b1010;
                4'b0011: state = (in == 4'b0011) ? 4'b0100 : 4'b1011;
                4'b0100: state = (in == 4'b1000) ? 4'b0101 : 4'b1100;
                4'b0101: state = (in == 4'b0001) ? 4'b0110 : 4'b1101;
                4'b0110: state = (in == 4'b0101) ? 4'b0000 : 4'b1111;
                4'b1001: state = 4'b1010;
                4'b1010: state = 4'b1011;
                4'b1011: state = 4'b1100;
                4'b1100: state = 4'b1101;
                4'b1101: state = 4'b1111;
                4'b1111: state = 4'b1111;
            endcase	
        end
        out <= state;  
    end
endmodule
module HEXDisplay(in, hex0, hex1, hex2, hex3, hex4, hex5, state);
    input [3:0] in;     
    input [3:0] state;  
    output reg [6:0] hex0, hex1, hex2, hex3, hex4, hex5;
    always @(in, state) begin
        if(state == 4'b1111 || state == 4'b0000)begin  
            case(state)
                4'b0000: begin
                    hex5 = 7'b1111111;
                    hex4 = 7'b1111111;
                    hex3 = 7'b0100011;
                    hex2 = 7'b0001100;
                    hex1 = 7'b0000110;
                    hex0 = 7'b0101011;
                end
                4'b1111: begin
                    hex5 = 7'b1000110;
                    hex4 = 7'b1000111;
                    hex3 = 7'b0100011;
                    hex2 = 7'b0010010;
                    hex1 = 7'b0000110;
                    hex0 = 7'b0100001;
                end
                default: begin  
                    hex5 = 7'b1111111;
                    hex4 = 7'b0000110;
                    hex3 = 7'b0101111;
                    hex2 = 7'b0101111;
                    hex1 = 7'b0100011;
                    hex0 = 7'b0101111;
		        end
            endcase
        end
        else begin
            hex5 = 7'b1111111;
            casex(in)  
                4'b1010: begin
                    hex4 = 7'b0000110;
                    hex3 = 7'b0101111;
                    hex2 = 7'b0101111;
                    hex1 = 7'b0100011;
                    hex0 = 7'b0101111;
                end
                4'b1011: begin
                    hex4 = 7'b0000110;
                    hex3 = 7'b0101111;
                    hex2 = 7'b0101111;
                    hex1 = 7'b0100011;
                    hex0 = 7'b0101111;
                end
                4'b11XX: begin
                    hex4 = 7'b0000110;
                    hex3 = 7'b0101111;
                    hex2 = 7'b0101111;
                    hex1 = 7'b0100011;
                    hex0 = 7'b0101111;
                end
                default: begin
                    hex4 = 7'b1111111;
                    hex3 = 7'b1111111;
                    hex2 = 7'b1111111;
                    hex1 = 7'b1111111;
                    case(in)
                        4'b0000: hex0 = 7'b1000000;
                        4'b0001: hex0 = 7'b1001111;
                        4'b0010: hex0 = 7'b0100100;
                        4'b0011: hex0 = 7'b0110000;
                        4'b0100: hex0 = 7'b0011001;
                        4'b0101: hex0 = 7'b0010010;
                        4'b0110: hex0 = 7'b0000010;
                        4'b0111: hex0 = 7'b1111000;
                        4'b1000: hex0 = 7'b0000000;
                        4'b1001: hex0 = 7'b0011000;
                        default: hex0 = 7'b1111111;
                    endcase
                end
            endcase
        end
    end
endmodule
==> run.sh <==
#!/bin/bash
# OpenROAD 26Q1-2900-gdf79404cd8, Yosys 0.63+post, stock flow scripts
make -C /OpenROAD-flow-scripts/flow DESIGN_CONFIG=/design/flow/config.mk WORK_HOME=/design/flow/orfs finish
==> config.mk <==
export PLATFORM = sky130hd
export DESIGN_NAME = lab3_top
export DESIGN_NICKNAME = lab3_top
export VERILOG_FILES = /design/flow/design.v
export SDC_FILE = /design/flow/constraint.sdc
export NUM_CORES = 4
export LEC_CHECK = 1
export CORE_AREA = 10 10 80 80
export DIE_AREA = 0 0 90 90
==> constraint.sdc <==
current_design lab3_top

set clk_period 2.0
set clk_io_pct 0.2

create_clock -name clk0 -period $clk_period

set non_clock_inputs [all_inputs -no_clocks]
set_input_delay [expr $clk_period * $clk_io_pct] -clock clk0 $non_clock_inputs
set_output_delay [expr $clk_period * $clk_io_pct] -clock clk0 [all_outputs]
==> results.sh <==
# yosys + openroad results
export IMPL_hp_class="primary input to output port"
export IMPL_fmaxAchievable_mhz=491
export IMPL_crit_start="SW[1]"
export IMPL_required_ns=1.60
export IMPL_yosysTopAreaCellShare_pct=29.4
export IMPL_yosysUniqueCellTypes=29
export IMPL_warnings=46
export IMPL_crit_fanout=4
export IMPL_slew_viol_final=0
export IMPL_die_h_um=90
export IMPL_vias=842
export IMPL_synth_cells=120
export IMPL_yosysWarnings=12
export IMPL_placed_cells=220
export IMPL_antenna_diode_count=0
export IMPL_cp_arrival_ns=1.63
export IMPL_syn2layout_area_growth_pct=44.2
export IMPL_die_width_um=90
export IMPL_chipArea_um2=8100
export IMPL_drive_gt1_share_pct=31.6
export IMPL_grt_pass1_wl_um=4140
export IMPL_yosys_stat_cells=120
export IMPL_power_density_nw_per_um2=141
export IMPL_critPathKind="primary input to output port"
export IMPL_hp_start="SW[0]"
export IMPL_irDropWorstVdd_v=0.0000408
export IMPL_finalPower_mw=0.202
export IMPL_grt_overflow=0
export IMPL_port_buffers=39
export IMPL_grt_total_usage_pct=5.69
export IMPL_largest_register_ffs=13
export IMPL_grt_max_degree=14
export IMPL_antenna_found_initial=0
export IMPL_hpwl_um=2080
export IMPL_design_area_um2=1430
export IMPL_yosys_stat_chipArea_um2=995
export IMPL_fin_util_pct=30.4
export IMPL_min_period_ns=2.03
export IMPL_p_leak_nw=0.649
export IMPL_pin_count=66
export IMPL_unclocked_regs=13
export IMPL_viasPerCell=3.74
export IMPL_routabilityCongestion=0.839
export IMPL_stdcell_count=225
export IMPL_unconstrained_endpoints=26
export IMPL_outcome="finished, violations left"
export IMPL_fp_util_pct=21.1
export IMPL_wire_per_inst_um=10.8
export IMPL_hold_buffers=0
export IMPL_rsz0062_at_grt="yes"
export IMPL_hold_violations=0
export IMPL_rows=25
export IMPL_netlist_area_um2=995
export IMPL_avgSynthCellArea_um2=8.29
export IMPL_violations="setup timing"
export IMPL_drc_errors=0
export IMPL_area_leaders="buf_4 (29%), dfxtp_1 (26%), ha_1 (6.3%), a21oi_1 (3.0%), nor2_1 (3.0%)"
export IMPL_drv_cap=0
export IMPL_drt_wl_total_um=2440
export IMPL_setup_viol=1
export IMPL_drtIter0Drc=18
export IMPL_top_area_cell="buf_4"
export IMPL_dp_slack_ns=-0.902
export IMPL_synth_flop_count=13
export IMPL_ys_seq_share_pct=26.2
export IMPL_final_antenna_net_count=0
export IMPL_dr_pass1_iters=3
export IMPL_worstSetupEndpointType="output port"
export IMPL_core_um2=4720
export IMPL_startpoint_type="primary input"
export IMPL_place_area_um2=1360
export IMPL_finalCritPeriodShare_pct=102
export IMPL_worst_slack_ns=-0.0348
export IMPL_grt_pass1_vias=864
==> worst paths after layout <==
path | slack, ns | cells after the start | to
setup / recovery | -0.03 | 8 | HEX0[4]
hold / removal | 1.16 | 3 | HEX0[4]
==> through the flow <==
step / hold WS, ns / TNS (ns)
finish: 1.16 / -0.0348
global route: 1.18 / -0.130
floorplan: 0.888 / 0
detailed placement: 1.92 / -16.11
CTS: 1.16 / -0.0970
global placement: 1.91 / -15.47
==> Yosys cell counts <==
| cell type | n |
|---|---|
| o21a_1 | 3 |
| nor3_4 | 1 |
| a31oi_1 | 1 |
| a21boi_1 | 3 |
| or2_1 | 2 |
| or4_1 | 1 |
| buf_6 | 1 |
| ha_1 | 5 |
| nand2_1 | 6 |
| conb_1 | 2 |
| nor3_1 | 1 |
| o31a_1 | 2 |
| o21ai_1 | 5 |
| and3_1 | 2 |
| buf_4 | 39 |
| nand2b_1 | 1 |
| a22oi_1 | 1 |
| nand3b_1 | 1 |
| o221a_1 | 2 |
| dfxtp_1 | 13 |
| or2b_1 | 3 |
| and4_1 | 2 |
| and2b_1 | 1 |
| o22ai_1 | 1 |
| inv_1 | 5 |
| a21o_1 | 1 |
| nor2_1 | 8 |
| a21oi_1 | 6 |
| and2_1 | 1 |
==> cell usage in the layout (no fill, tap or decap), types with 2 or more instances in the layout <==
cell type        netlist  final
nor2_1                 8      8
and4_1                 2      2
dlygate4sd2_1          0      4
a21oi_2                0      3
or2b_1                 3      3
o31a_1                 2      2
buf_8                  0      2
or2_4                  0      2
buf_2                  0     10
conb_1                 2     19
ha_4                   0      2
a21oi_1                6      3
o21a_1                 3      3
buf_6                  1      6
clkdlybuf4s15_2        0      2
ha_1                   5      2
inv_1                  5      4
o21ai_1                5      5
clkdlybuf4s50_1        0     15
o221a_1                2      2
clkdlybuf4s15_1        0      5
and3_1                 2      2
nand2_1                6      5
a21boi_1               3      3
dfxtp_1               13     13
buf_4                 39     17
==> metal layers <==
layer	global-route usage, %	wire, um
met1	7.91	1200
met2	9.50	1070
met3	1.09	165
met4	0	0
met5	0	0
==> cell type report <==
| cell class | count | area (um^2) |
|---|---|---|
| fillers | 506 | 3290 |
| repair buffers | 61 | 533 |
| inverters | 5 | 21.3 |
| multi-input cells | 79 | 536 |
| well taps | 67 | 83.8 |
| flip-flops and latches | 13 | 260 |
==> power by group <==
group	switching, mW	total [mW]	internal, mW
clock	0	0	0
combinational	0.0732	0.185	0.112
sequential	0.00107	0.0168	0.0158
==> what timing repair did <==
| item | 4_1_cts | 5_1_grt |
|---|---|---|
| resized | 87 | 4 |
| pin swaps | 6 | 3 |
| cloned | 0 | 0 |
| setup buffers | 5 | 2 |
| endpoints found under the setup margin | 20 | 16 |
==> logic make-up (layout without fill, tap and decap cells) <==
logic type                 Yosys count  in the layout  share of synthesized area, %
DFF                                 13             13                          26.2
buffers and inverters               45             66                          32.5
adders and majority gates            5              5                          6.29
AOI/OAI and AO/OA                   25             25                          16.9
and+or+nand+nor                     30             30                          17.5
other                                2             19                         0.755
==> worst max-delay path, cell delays in order <==
cell and delay (ns):
buf_8 0.11, ha_4 0.15, o31a_1 0.34, nor3_4 0.15, buf_6 0.14, buf_6 0.09, o221a_1 0.16, buf_2 0.09
Power is estimated from default activity; no workload was simulated.
