[./run.sh]
#!/bin/bash
# OpenROAD 26Q1-2900-gdf79404cd8, Yosys 0.63+post, stock flow scripts
make -C /OpenROAD-flow-scripts/flow DESIGN_CONFIG=/design/flow/config.mk WORK_HOME=/design/flow/orfs finish
[./constraint.sdc]
current_design lab5_top

set clk_period 2.1
set clk_io_pct 0.2

create_clock -name clk0 -period $clk_period [get_ports {CLOCK_50}]

set non_clock_inputs [all_inputs -no_clocks]
set_input_delay [expr $clk_period * $clk_io_pct] -clock clk0 $non_clock_inputs
set_output_delay [expr $clk_period * $clk_io_pct] -clock clk0 [all_outputs]
[./design.v]
module ALU(Ain, Bin, ALUop, out, Z);
    input [15:0] Ain, Bin;
    input [1:0] ALUop;
    output reg [15:0] out;
    output Z;
    always@(*)begin
        case(ALUop)
            2'b00 : out = Ain + Bin;
            2'b01 : out = Ain - Bin;
            2'b10 : out = Ain & Bin;
            2'b11 : out = ~Bin;
        endcase
    end
    assign Z = (out == 2'b00) ? 1'b1 : 1'b0;
endmodule
module datapath (clk, readnum, vsel, loada, loadb, shift, asel, bsel, ALUop, loadc, loads, writenum, write, datapath_in, Z_out, datapath_out);
    input [15:0] datapath_in;
    input [2:0] writenum, readnum;
    input clk, write, loada, loadb, loadc, loads, asel, bsel, vsel;
    input [1:0] shift, ALUop;
    output [15:0] datapath_out;
    output Z_out;
    wire [15:0] regFile_data_in, regFile_data_out, shifter_in, shifter_out, ALU_ain, ALU_bin, ALU_out, data_loop, bMUX_one, regA_out;
    wire Z_in;
    MUX #(16) vMUX(data_loop, datapath_in, vsel, regFile_data_in);
    regfile REGFILE(regFile_data_in, writenum, write, readnum, clk, regFile_data_out);
    regLoad #(16) regA(regFile_data_out, loada, clk, regA_out);
    regLoad #(16) regB(regFile_data_out, loadb, clk, shifter_in);
    shifter U1(shifter_in, shift, shifter_out);
    MUX #(16) aMUX(regA_out, 16'b0, asel, ALU_ain);
    MUX #(16) bMUX(shifter_out, {11'b0, datapath_in[4:0]}, bsel, ALU_bin);
    ALU U2(ALU_ain, ALU_bin, ALUop, ALU_out, Z_in);
    regLoad #(1) status(Z_in, loads, clk, Z_out);
    regLoad #(16) regC(ALU_out, loadc, clk, data_loop);
    assign datapath_out = data_loop;
endmodule
module lab5_top(KEY,SW,LEDR,HEX0,HEX1,HEX2,HEX3,HEX4,HEX5,CLOCK_50);
  input [3:0] KEY;
  input [9:0] SW;
  output [9:0] LEDR; 
  output [6:0] HEX0, HEX1, HEX2, HEX3, HEX4, HEX5;
  input CLOCK_50;
  wire [15:0] datapath_out, datapath_in;
  wire write, vsel, loada, loadb, asel, bsel, loadc, loads;
  wire [2:0] readnum, writenum;
  wire [1:0] shift, ALUop;
  input_iface IN(CLOCK_50, SW, datapath_in, write, vsel, loada, loadb, asel, 
                 bsel, loadc, loads, readnum, writenum, shift, ALUop, LEDR[8:0]);
  datapath DP ( .clk         (~KEY[0]),  
                .readnum     (readnum),
                .vsel        (vsel),
                .loada       (loada),
                .loadb       (loadb),
                .shift       (shift),
                .asel        (asel),
                .bsel        (bsel),
                .ALUop       (ALUop),
                .loadc       (loadc),
                .loads       (loads),
                .writenum    (writenum),
                .write       (write),  
                .datapath_in (datapath_in),
                .Z_out       (LEDR[9]),
                .datapath_out(datapath_out)
             );
  sseg H0(datapath_out[3:0],   HEX0);   
  sseg H1(datapath_out[7:4],   HEX1);
  sseg H2(datapath_out[11:8],  HEX2);
  sseg H3(datapath_out[15:12], HEX3);
  assign HEX4 = 7'b1111111;   
  assign HEX5 = 7'b1111111;   
endmodule
module input_iface(clk, SW, datapath_in, write, vsel, loada, loadb, asel, bsel, 
                   loadc, loads, readnum, writenum, shift, ALUop, LEDR);
  input clk;
  input [9:0] SW;
  output [15:0] datapath_in;
  output write, vsel, loada, loadb, asel, bsel, loadc, loads;
  output [2:0] readnum, writenum;
  output [1:0] shift, ALUop;
  output [8:0] LEDR;
  wire sel_sw = SW[9];  
  wire [15:0] datapath_in_next = sel_sw ? {8'b0,SW[7:0]} : datapath_in;
  vDFF #(16) DATA(clk,datapath_in_next,datapath_in);
  wire [8:0] ctrl_sw;
  wire [8:0] ctrl_sw_next = sel_sw ? ctrl_sw : SW[8:0];
  vDFF #(9) CTRL(clk,ctrl_sw_next,ctrl_sw);
  assign {readnum,vsel,loada,loadb,shift,asel,bsel,ALUop,loadc,loads,writenum,write}={
           ctrl_sw[3:1], ctrl_sw[4], ctrl_sw[5], ctrl_sw[6], 
           ctrl_sw[2:1], ctrl_sw[3], ctrl_sw[4], ctrl_sw[6:5], ctrl_sw[7], ctrl_sw[8],  
           ctrl_sw[3:1], ctrl_sw[0]    
  };
  assign LEDR = sel_sw ? ctrl_sw : {1'b0, datapath_in[7:0]};  
endmodule         
module vDFF(clk,D,Q);
  parameter n=1;
  input clk;
  input [n-1:0] D;
  output [n-1:0] Q;
  reg [n-1:0] Q;
  always @(posedge clk)
    Q <= D;
endmodule
module MUX(zero, one, sel, out);
    parameter width = 1;
    input [width-1:0] zero, one;
    input sel;
    output [width-1:0] out;
    assign out = sel ? one : zero;
endmodule
module regLoad(in, load, clk, out);
    parameter n = 1;
    input [n-1:0] in;
    input load, clk;
    output [n-1:0] out;
    wire[n-1:0] muxToDFF, outToMux;
    assign outToMux = out;  
    MUX  #(n) myMUX(outToMux, in, load, muxToDFF);
    vDFF #(n) myDFF(clk, muxToDFF, out);
endmodule
module Dec38(in, out);
    input [2:0] in;
    output reg [7:0] out;
    always@(in)begin
        case(in)
            3'b000 : out = 8'b00000001;
            3'b001 : out = 8'b00000010;
            3'b010 : out = 8'b00000100;
            3'b011 : out = 8'b00001000;
            3'b100 : out = 8'b00010000;
            3'b101 : out = 8'b00100000;
            3'b110 : out = 8'b01000000;
            3'b111 : out = 8'b10000000;
            default: out = 8'b00000000;
        endcase
    end
endmodule
module sseg(in, segs);
    input [3:0] in;
    output reg [6:0] segs;
    always@(in)begin
        case(in)
            4'b0000 : segs = 7'b1000000;
            4'b0001 : segs = 7'b1111001;
            4'b0010 : segs = 7'b0100100;
            4'b0011 : segs = 7'b0110000;
            4'b0100 : segs = 7'b0011001;
            4'b0101 : segs = 7'b0010010;
            4'b0110 : segs = 7'b0000010;
            4'b0111 : segs = 7'b1111000;
            4'b1000 : segs = 7'b0000000;
            4'b1001 : segs = 7'b0011000;
            4'b1010 : segs = 7'b0001000;
            4'b1011 : segs = 7'b0000011;
            4'b1100 : segs = 7'b1000110;
            4'b1101 : segs = 7'b0100001;
            4'b1110 : segs = 7'b0000110;
            4'b1111 : segs = 7'b0001110;
        endcase
    end
endmodule
module regfile (data_in, writenum, write, readnum, clk, data_out);
    input [15:0] data_in;
    input [2:0] writenum, readnum;
    input clk, write;
    output [15:0] data_out;
    wire [7:0] regSel;
    Dec38 writeDec(writenum, regSel);
    wire[7:0] load;
    assign load = regSel & {8{write}};
    wire[15:0] R0, R1, R2, R3, R4, R5, R6, R7;
    regLoad #(16) reg0(data_in, load[0], clk, R0);
    regLoad #(16) reg1(data_in, load[1], clk, R1);
    regLoad #(16) reg2(data_in, load[2], clk, R2);
    regLoad #(16) reg3(data_in, load[3], clk, R3);
    regLoad #(16) reg4(data_in, load[4], clk, R4);
    regLoad #(16) reg5(data_in, load[5], clk, R5);
    regLoad #(16) reg6(data_in, load[6], clk, R6);
    regLoad #(16) reg7(data_in, load[7], clk, R7);
    wire[7:0] readSel;
    Dec38 readDec(readnum, readSel);
    MUX8bit16 readMUX(R0, R1, R2, R3, R4, R5, R6, R7, readSel, data_out);
endmodule
module MUX8bit16(ain, bin, cin, din, ein, fin, gin, hin, sel, out);
    input [15:0] ain, bin, cin, din, ein, fin, gin, hin;
    input [7:0] sel;
    output reg [15:0] out;
    always@(*)begin
        case(sel)
            8'b00000001 : out = ain;
            8'b00000010 : out = bin;
            8'b00000100 : out = cin;
            8'b00001000 : out = din;
            8'b00010000 : out = ein;
            8'b00100000 : out = fin;
            8'b01000000 : out = gin;
            8'b10000000 : out = hin;
            default : out = {16{1'bx}};
        endcase  
    end
endmodule
module shifter(in, shift, sout);
    input [15:0] in;
    input [1:0] shift;
    output reg [15:0] sout;
    always@(*)begin
        case(shift)
            2'b00 : sout = in;
            2'b01 : sout = {in[14:0], 1'b0};
            2'b10 : sout = {1'b0, in[15:1]};
            2'b11 : sout = {in[15], in[15:1]};
        endcase
    end
endmodule
[./config.mk]
export PLATFORM = sky130hd
export DESIGN_NAME = lab5_top
export DESIGN_NICKNAME = lab5_top
export VERILOG_FILES = /design/flow/design.v
export SDC_FILE = /design/flow/constraint.sdc
export NUM_CORES = 4
export LEC_CHECK = 1
export CORE_UTILIZATION = 50
==> deck_impl_summary.md <==
Flow Results at a Glance

Synthesis
  • Top cells by count: edfxtp_1, nor2_1, nor2b_1, nand2_1, mux2i_1
  • Simple-Gate Fraction of Synth Area: between 10 and 15%
  • Area fraction in mux cells: between 6 and 7%
  • Top cell type by instance count after synthesis: edfxtp_1
  • Post-synth seq share: 57.91%
  • Synth area leader: edfxtp_1
  • Adder-Cell Fraction of Synth Area: roughly 4.2%
  • Post-synth top flop: edfxtp_1
  • Top-area cell type share of the netlist area: just over 50%
  • Mapped Avg Cell Area: between 10 and 15 sq um
  • Cell total in the yosys stat output: just over 900
  • Synth flops: 230
  • Top cells, area: edfxtp_1, dfxtp_1, mux2i_1, ha_1, nor2b_1
  • Unique cell types: 72
  • Xor-xnor portion of the synthesized cell area: between 1.5 and 2%
  • Synth async-reset ratio: 0%
  • Dominant comb cell: AND-OR/OR-AND gates
  • Synth Area in Compound Gates: 14.31%
  • Yosys chip area: 11300 sq um
  • Synth Instances: 909
  • YS warnings: 8
  • Cell Area, Synth: 11300 sq um
  • Post-synth EDFFs: between 150 and 200

Worst setup path
  • CP Max Fanout: 6
  • Critical Path AT: about 1.7 ns
  • CP max stage delay: 0.40 ns
  • Buf/Inv on CP: 3
  • Worst Setup Start Kind: input pin
  • Req. time, crit path: approximately 1.7 ns
  • Worst path top cell family by delay: buffers and inverters
  • Crit path cell chain: clkdlybuf4s15_2 > bufbuf_16 > mux2_2 > clkdlybuf4s50_1
  • CP max-delay cell: clkdlybuf4s50_1
  • CP Capture Type: primary output
  • Type of the worst setup path: input pin to primary output

Clock network
  • Clock buffer depth: 2
  • Clk Latency, worst-skew pair: 0.27 ns
  • CTS Buf Count: 3
  • Root buf cell: clkbuf_16
  • CTS tree: yes
  • Clock edge transition at the registers on the reported setup and hold paths: around 0.07 ns
  • H-tree depth: 1

GRT
  • Largest net degree at the start of global routing: 95
  • Gr usage total: 24.84%
  • Initial antenna violation count: 1
  • Number of global-route vias before repair: a little over 7000
  • Total grt overflow: 0
  • First-pass GRT wire length: just over 40 mm

Timing
  • # setup viols final: 0
  • Final-report hold violation count: 0
  • Relative slew margins: approximately 39%
  • Slew Limit Fails: 0
  • Setup_tns: 0 ns
  • Register pins left without a clock: 205
  • Clock Skew: ~0.0030 ns
  • Worst-Margin Slew: roughly 0.90 ns
  • Fin crit share: a little over nine tenths
  • RSZ-0062 raised after global routing: true
  • Max Freq: slightly below 500 MHz
  • Final Hold Slack: ~0.70 ns
  • Endpoints left unconstrained: 411
  • Final Critical Period: 2.077 ns
  • Worst setup margin: between 0.02 and 0.025 ns

Hold path
  • Hold Path Class: input pin to register

Cells and area
  • Fin cells: about 1200
  • Layout cell share with drive strength beyond 1: 9.519%
  • Synthesis-to-finish area growth: 8.766%

Floorplan
  • Die W: around 150 microns
  • Fp_density: 51.32%
  • Core Region: between 20000 and 25000 sq um
  • Count of boundary I/O pins: 67
  • Die area: 23220 sq um
  • # rows: approximately 54
  • Die height: 152.4 microns

Power
  • Sw Share: approximately 44%
  • Cell internal pwr: ~0.0023 W
  • Power, Total: between 0.004 and 0.005 W
  • Power per cell area: 330.8 nW/um^2
  • P_sw: between 0.0015 and 0.002 W
  • Seq pwr share: around 28%
  • Clk network pwr share: between 10% and 20%
  • Comb power frac: around 60%
  • Maximum vdd drop: 0.0003226 V
  • Pleak: 4.487 nW

Placement
  • Setup slack at placement: -0.2249 ns
  • Detailed Place HPWL: about 19 mm
  • GPL Wtd Cong: just over 0.9
  • Placed insts: about 1200
  • Port Buffers: between 40 and 50

Route
  • Via density per instance: 5.940
  • DR DRC count: 0
  • Antenna-violating nets left: 0
  • Routed WL: about 26 mm
  • DR iter-0 viols: approximately 460
  • Via count: 7342
  • Antenna fix cells: 0
  • DR WL/cell: roughly 21 microns
  • DRT Pass-1 Iters: 5

Flow run
  • Total of max-cap violations: 0
  • Tool warnings: 45

Status
  • Status: completed
-- power groups by stage --
stage | clock network (W) | registers (W) | logic (W)
CTS | 0.000481 | 0.00115 | 0.00246
global route | 0.000497 | 0.00116 | 0.00273
finish | 0.000468 | 0.00115 | 0.00245
-- routing by layer --
layer	GRT usage (%)	part of all wire (%)
met1	37.29	42
met2	37.06	45
met3	9.331	9.3
met4	6.220	3.1
met5	0	0
-- state kept, by name, indices dropped and copies added (netlist names), 9 cells and up --
| register | flops |
|---|---|
| DP.REGFILE.reg2.myDFF.Q | 16 |
| DP.REGFILE.reg5.myDFF.Q | 16 |
| IN.CTRL.Q | 9 |
| DP.REGFILE.reg3.myDFF.Q | 16 |
| DP.REGFILE.reg6.myDFF.Q | 16 |
| DP.REGFILE.reg0.myDFF.Q | 16 |
| DP.regA.myDFF.Q | 16 |
| DP.REGFILE.reg4.myDFF.Q | 16 |
| DP.regC.myDFF.Q | 16 |
| DP.regB.myDFF.Q | 16 |
| DP.REGFILE.reg1.myDFF.Q | 16 |
| DP.REGFILE.reg7.myDFF.Q | 16 |
-- metrics by stage --
stage	area, sq um	util (%)
final	12300	55.82
after global placement	12170	55.25
after floorplan	11360	-
after global routing	12300	55.82
after detailed placement	12170	55.25
after CTS	12300	55.82
-- worst register-to-register path, cell delays in order (launching register included) --
cell	delay [ns]
edfxtp_1	0.36
buf_4	0.31
clkinv_2	0.13
o32a_1	0.37
nor2_1	0.10
-- logic make-up (layout without fill, tap and decap cells) --
logic type	after synthesis	after routing
compound gates	219	219
simple gates	238	238
flops	230	230
buf+inv	86	120
fa+ha+maj	37	37
other cells	1	14
xor+xnor	24	24
mux	74	74
-- cells in the final DEF, fill, tap and decap left out, drive strengths merged, types with 25 or more instances in the layout --
cell / n
buf: 35
o21ai: 36
nand2: 50
ha: 36
nor2b: 52
nor2: 65
a21oi: 28
dfxtp: 36
mux2i: 48
inv: 31
clkdlybuf4s50: 48
mux2: 25
edfxtp: 194
-- layout make-up --
cell class	instances	area, sq um
multi-input cells	606	4395
inverters	31	120.1
well taps	280	350.3
repair buffers	85	799.5
clock inverters	1	8.758
clock buffers	3	75.07
flip-flops and latches	230	6546
fillers	1801	9731
-- timing repair --
action	4_1_cts	5_1_grt
gates cloned	1	0
buffers inserted	1	0
hold buffers	0	0
resized	3	0
endpoints found under the setup margin	9	1
-- path summary, 6_finish.rpt --
path | depth (start not counted) | slack (ns) | to | start
worst max-delay path | 4 | 0.02 | LEDR[1] | SW[9]
worst min-delay path | 1 | 0.70 | IN.CTRL.Q[8]$_DFFE_PN_ | SW[8]
worst max register to register | 4 | 0.77 | DP.REGFILE.regSel[1]$_SDFF_PP0_ | IN.CTRL.Q[1]$_DFFE_PN_
worst min register to register | 4 | 0.85 | DP.REGFILE.regSel[4]$_SDFF_PN0_ | IN.CTRL.Q[2]$_DFFE_PN_
Power figures rest on the tool's default switching activity, not on a simulated workload.
